### config.mk
export PLATFORM = sky130hd
export DESIGN_NAME = dispatch
export DESIGN_NICKNAME = dispatch
export VERILOG_FILES = /design/flow/design.v
export SDC_FILE = /design/flow/constraint.sdc
export NUM_CORES = 4
export LEC_CHECK = 1
export CORE_UTILIZATION = 30
export SYNTH_MEMORY_MAX_BITS = 65536
### constraint.sdc
current_design dispatch

set clk_period 182.7
set clk_io_pct 0.2

create_clock -name clk0 -period $clk_period [get_ports {clk}]

set non_clock_inputs [all_inputs -no_clocks]
set_input_delay [expr $clk_period * $clk_io_pct] -clock clk0 $non_clock_inputs
set_output_delay [expr $clk_period * $clk_io_pct] -clock clk0 [all_outputs]
### design.v
typedef enum logic[5:0] {  
    ADD_I = 6'b0,     
    SUB_I,     
    AND_I,    
    OR_I,      
    XOR_I,    
    SLT_I,    
    SLTU_I,   
    SRA_I,    
    SRL_I,    
    SLL_I,    
    MUL_I,    
    ADDI_I,    
    ANDI_I,   
    ORI_I,    
    XORI_I,   
    SLTI_I,   
    SLTIU_I,  
    SRAI_I,   
    SRLI_I,   
    SLLI_I,   
    LUI_I,    
    AUIPC_I,  
    LW_I,     
    SW_I,     
    JAL_I,    
    JR_I,     
    JALR_I,   
    BEQ_I,    
    BNE_I,    
    BLT_I,    
    BGE_I,    
    BLTU_I,   
    BGEU_I,   
    INVALID_I
} instr_op_t;
typedef struct packed {
  instr_op_t decoded_op;        
  logic [3:0] instr_type;             
  logic [2:0] instr_type_immediate;   
  logic [32-1:0] imm_val;
  logic [$clog2(32)-1:0] rd;
  logic [$clog2(32)-1:0] rs1;
  logic [$clog2(32)-1:0] rs2; 
  logic is_br;   
  logic is_jmp; 
  logic rd_mem;  
  logic wr_mem;  
  logic wr_reg;
} decoded_instr_t;
typedef struct packed {
  instr_op_t decoded_op;       
  logic [3:0] instr_type;           
  logic [2:0] instr_type_immediate;  
  logic [32-1:0] imm_val;
  logic [$clog2(128)-1:0] rr_rd;  
  logic [$clog2(128)-1:0] rr_rs1;
  logic [$clog2(128)-1:0] rr_rs2; 
  logic is_br;   
  logic is_jmp; 
  logic rd_mem;  
  logic wr_mem;  
  logic wr_reg;
  logic [$clog2(128)-1:0] prev_alias;  
} decoded_rr_instr_t;
module dispatch#(
    parameter DEPTH = 128
)(
    input clk,
    input  logic rst_n,
    input  logic w_en,
    input  logic r_en,
    input decoded_instr_t instr_in,
    output decoded_instr_t instr_out,
    output logic  full,
    output logic  empty
);
logic [$clog2(DEPTH):0] w_ptr, r_ptr;
logic [64:0] disptach_queue [0:(1 << $clog2(DEPTH))-1];   
logic empty_int;
assign empty_int = (w_ptr[$clog2(DEPTH)] == r_ptr[$clog2(DEPTH)]);
logic full_or_empty;
assign full_or_empty = (w_ptr[$clog2(DEPTH)-1:0] == r_ptr[$clog2(DEPTH)-1:0]);
assign full = full_or_empty & !empty_int;
assign empty = full_or_empty & empty_int;
always@(posedge clk) begin
    if(rst_n) begin
        r_ptr   <= 0;
    end else if(r_en & !empty) begin
        r_ptr   <= r_ptr + 1;
    end   
    if(rst_n) begin
        w_ptr   <= 0;
    end else if(w_en & !full) begin
        w_ptr   <= w_ptr + 1;
        disptach_queue[w_ptr[$clog2(DEPTH)-1:0]] <= instr_in;
    end
end
assign instr_out = disptach_queue[r_ptr[$clog2(DEPTH)-1:0]];  
endmodule
### run.sh
#!/bin/bash
# OpenROAD 26Q1-2900-gdf79404cd8, Yosys 0.63+post, stock flow scripts
make -C /OpenROAD-flow-scripts/flow DESIGN_CONFIG=/design/flow/config.mk WORK_HOME=/design/flow/orfs finish
==> flow_summary.toml <==
# flow metrics
[drt]
wirelength_um = 903000
viasPerCell = 5.11
ant_nets = 0
drc_errors = 0
wl_per_cell_um = 32.6
drtIter0Drc = 10400
drtPass1Iterations = 7
vias = 142000

[pwr]
p_per_area_nw_per_um2 = 11.1
intPower_mw = 3.14
p_switching_mw = 0.894
power_frac_seq_pct = 52.3
vdd_ir_drop_max_mv = 0.0114
switching_share_pct = 22.2
power_frac_clock_pct = 38.1
p_leak_nw = 106
p_comb_share_pct = 9.6

[sta]
timing.final.crit_share_pct = 25.0
timing.fmax_ghz = 0.0219
period_minus_slack_ps = 45610
setup_violations = 0
drv_slew = 0
slew_headroom_pct = 30.0
hold_viol = 0
rsz0062_at_grt = "no"
worst_pin_slew_ps = 1050
tns_ps = 0
whs_ps = 534
finalClockSkew_ps = 77.3

[critical_path]
arrival_ps = 9070
crit_path_end_kind = "primary output"
cp-start-kind = "flip-flop"
crit_required_ps = 146160
critPathKind = "flip-flop to primary output"
crit_fanout = 34

[logic_synthesis]
synth_flops = 8343
synth_area_um2 = 316000
area_leaders = "edfxtp_1 (79%), mux4_2 (19%), clkbuf_1 (0.51%)"
ys_seq_share_pct = 79.1
yosys_area_um2 = 316000
synth_top_cell_by_area = "edfxtp_1"
yosysWarnings = 1
top_area_share_pct = 79.0
synth_cell_type_count = 28
ys_cells = 12000
synth.avg_cell_area_um2 = 26.3
syn_inst = 12000

[global_routing]
use_met2_pct = 25.8
grt_pass1_wl_um = 1250000
grt_max_degree = 98
met1_usage_pct = 17.7
overflow = 0
grtUsageTotal_pct = 18.3
gr-usage-met3_pct = 19.7
grt_pass1_vias = 157000
antenna_found_initial = 66
grt-busiest-layer = "met2"

[layout]
fillerInstances = 94400
fin_cells = 27700
layout_top_cell = "edfxtp_1"
drive_gt1_share_pct = 34.8
syn2layout_area_growth_pct = 14.9
lay_top_cells = "edfxtp_1 (8320), mux4_2 (2730), buf_4 (829)"

[floorplanning]
rows = 376
core_area_um2 = 1050000
die_area_um2 = 1060000
die_w_um = 1030
die_y_um = 1030
fp_util_pct = 30.1
io_pins = 136

[place]
gp_congestion = 0.857
post-place-cells = 26300
portBuffers = 135
dpl.hpwl_um = 531000

[clock_tree]
cts_buffers = 786
htreeDepth = 6
root_buffer = "clkbuf_16"
clk_latency_ps = 1190
post_cts_buffers = 0
clock-sinks = 8343
cts_max_path_buffers = 4
ctsHoldBuffers = 0
clkTransAtPathRegs_ps = 60
cts_resized = 0
cts_tree = "built"

[hold_path]
worstHoldPathType = "flip-flop to flip-flop"

[flow_run]
drv_cap = 0
warnings = 26

[run_status]
status = "finished, final reports clean"
power groups by stage:
stage	logic [mW]	registers, mW	clock network [mW]
final	0.389	2.11	1.54
after CTS	0.401	2.11	1.56
after global routing	0.421	2.11	1.63
synth_stat cells (all sizes together):
library cell and count:
clkbuf 431, or4 7, o31ai 5, nand2 16, xnor2 8, nor2 138
dfxtp 23, nor2b 4, nand3 8, xor2 5, a21oi 10, nand4 4
or2 2, mux4 2730, nand2b 2, buf 208, or4b 3, edfxtp 8320
mux2 65, o21ai 7, or3 9, o311ai 3, mux2i 2, nor4 1
ha 2
cell families after synthesis:
group,count (synthesis),synth area share [%]
flops,8343,79.1
mux,2797,19.7
buf+inv,639,0.817
simple gates,194,0.265
compound gates,25,0.0471
xor+xnor,13,0.0360
fa+ha+maj,2,0.00791
worst paths after layout:
| kind | start | endpoint | slack [ps] | cells past startpoint |
|---|---|---|---|---|
| min | r_ptr[7]$_SDFFE_PP0N_ | r_ptr[7]$_SDFFE_PP0N_ | 530 | 2 |
| max | flip-flop | instr_out[43] | 137090 | 12 |
| max reg2reg | w_ptr[3]$_SDFFE_PP0P_ | disptach_queue[110][25]$_DFFE_PP_ | 177860 | 10 |
| min reg2reg | r_ptr[7]$_SDFFE_PP0N_ | r_ptr[7]$_SDFFE_PP0N_ | 530 | 2 |
metrics by stage:
| stage | utilization [%] | instance area [µm²] | total power [mW] | setup WS (ps) |
|---|---|---|---|---|
| floorplan | - | 316000 | 2.42 | 138890 |
| global placement | 32.3 | 339000 | 2.55 | 137940 |
| detailed placement | 32.3 | 339000 | 2.55 | 137970 |
| CTS | 34.6 | 363000 | 4.07 | 136710 |
| global route | 34.6 | 363000 | 4.16 | 136290 |
| finish | 34.6 | 363000 | 4.03 | 137090 |
cell type report:
| class | instances | area, µm² | area share, % |
|---|---|---|---|
| antenna | 32 | 80.1 | 0.0220 |
| timing repair buffer | 909 | 7120 | 1.96 |
| tap | 14000 | 17500 | 4.82 |
| clock buffer | 999 | 20600 | 5.66 |
| clock inverter | 417 | 3300 | 0.907 |
| sequential | 8343 | 250000 | 68.9 |
| multi-input combinational | 3031 | 64300 | 17.7 |
routing by layer:
metal	share of wire [%]	vias to the layer above
met2	45	12400
met3	24	1655
met4	3.3	71
li1	-	55400
met5	0.25	-
met1	28	72000
sequential cells by signal, summed over array words and instances (netlist names), named ones only:
| register | count |
|---|---|
| disptach_queue | 8320 |
| r_ptr | 8 |
| w_ptr | 8 |
critical path, stage by stage, from the launching register on:
cell	delay, ps
dfxtp_4	690
buf_4	640
buf_4	650
buf_4	690
buf_4	620
buf_4	550
buf_4	670
buf_4	660
mux4_2	580
mux4_2	510
mux4_2	600
mux2_2	420
clkdlybuf4s50_1	450
Power and IR drop assume default switching activity.
