--- /design/flow/config.mk ---
export PLATFORM = sky130hd
export DESIGN_NAME = RAT
export DESIGN_NICKNAME = RAT
export VERILOG_FILES = /design/flow/design.v
export SDC_FILE = /design/flow/constraint.sdc
export NUM_CORES = 4
export LEC_CHECK = 1
export CORE_UTILIZATION = 30
--- /design/flow/constraint.sdc ---
current_design RAT

set clk_period 4.0
set clk_io_pct 0.2

create_clock -name clk0 -period $clk_period [get_ports {clk}]

set non_clock_inputs [all_inputs -no_clocks]
set_input_delay [expr $clk_period * $clk_io_pct] -clock clk0 $non_clock_inputs
set_output_delay [expr $clk_period * $clk_io_pct] -clock clk0 [all_outputs]
--- /design/flow/design.v ---
typedef enum logic[5:0] {  
    ADD_I = 6'b0,     
    SUB_I,     
    AND_I,    
    OR_I,      
    XOR_I,    
    SLT_I,    
    SLTU_I,   
    SRA_I,    
    SRL_I,    
    SLL_I,    
    MUL_I,    
    ADDI_I,    
    ANDI_I,   
    ORI_I,    
    XORI_I,   
    SLTI_I,   
    SLTIU_I,  
    SRAI_I,   
    SRLI_I,   
    SLLI_I,   
    LUI_I,    
    AUIPC_I,  
    LW_I,     
    SW_I,     
    JAL_I,    
    JR_I,     
    JALR_I,   
    BEQ_I,    
    BNE_I,    
    BLT_I,    
    BGE_I,    
    BLTU_I,   
    BGEU_I,   
    INVALID_I
} instr_op_t;
typedef struct packed {
  instr_op_t decoded_op;        
  logic [3:0] instr_type;             
  logic [2:0] instr_type_immediate;   
  logic [32-1:0] imm_val;
  logic [$clog2(32)-1:0] rd;
  logic [$clog2(32)-1:0] rs1;
  logic [$clog2(32)-1:0] rs2; 
  logic is_br;   
  logic is_jmp; 
  logic rd_mem;  
  logic wr_mem;  
  logic wr_reg;
} decoded_instr_t;
typedef struct packed {
  instr_op_t decoded_op;       
  logic [3:0] instr_type;           
  logic [2:0] instr_type_immediate;  
  logic [32-1:0] imm_val;
  logic [$clog2(128)-1:0] rr_rd;  
  logic [$clog2(128)-1:0] rr_rs1;
  logic [$clog2(128)-1:0] rr_rs2; 
  logic is_br;   
  logic is_jmp; 
  logic rd_mem;  
  logic wr_mem;  
  logic wr_reg;
  logic [$clog2(128)-1:0] prev_alias;  
} decoded_rr_instr_t;
module RAT(
      input clk,
      input rst,
      input logic [($clog2(32) * 1 * 3)-1:0] areg,          
      output logic [($clog2(128) * 1 * 3)-1:0]  preg_alias,   
      input logic [1-1:0] w_en,
      input logic [($clog2(32) * 1)-1:0] dst_areg, 
      input logic [($clog2(128) * 1)-1:0] new_alias
  );
  logic [$clog2(128)-1:0] register_alias_table [0:(32-1)];  
  integer i;
  always@(posedge clk) begin
    if(rst) begin
      for ( i = 0; i < 32; i++) begin
        register_alias_table[i[$clog2(32)-1:0]] <= i[$clog2(128)-1:0];
      end
    end
  end
  genvar k;
  generate  
    for(k = 1; k <= 1; k++) begin
      always@(posedge clk) begin
          if(w_en[k-1] && !rst) begin 
            register_alias_table[dst_areg[(k * $clog2(32))-1:((k-1) * $clog2(32))]] <= new_alias[(k * $clog2(128))-1:((k-1) * $clog2(128))] ; 
          end
      end
    end 
  endgenerate
  genvar j;
  generate
      for( j = 1; j <= 1 * 3; j++) begin
        assign preg_alias[(j * $clog2(128))-1:((j-1) * $clog2(128))] = register_alias_table[areg[(j * $clog2(32))-1:((j-1) * $clog2(32))]]; 
      end
  endgenerate
endmodule
--- /design/flow/run.sh ---
#!/bin/bash
# OpenROAD 26Q1-2900-gdf79404cd8, Yosys 0.63+post, stock flow scripts
make -C /OpenROAD-flow-scripts/flow DESIGN_CONFIG=/design/flow/config.mk WORK_HOME=/design/flow/orfs finish
==> summary.txt <==
Observations from the implementation run.

Status:
- The flow ran to the end, and the final reports show no timing, DRC or antenna violations.

Run:
- The run puts the number of logged tool warnings at 25.
- The run puts the max-capacitance violation count at 0.

Placed design:
- The run gives the placer congestion estimate as 0.880.
- The run gives the detailed-placement wirelength estimate as 27100 µm.
- The run gives the area of placed instances as 15100 µm².
- Port buffering added 50 buffers.

Floorplan:
- The die is 217 µm wide.
- The run puts the number of rows created at floorplan at 78.
- The run puts the effective utilization at floorplan at between 30% and 40%.
- According to the floorplan report, the total die area is 47300 µm².
- The vertical die dimension reported for this design is between 200 and 250 µm.
- The run gives the floorplan core area as approximately 46000 µm².
- The run gives the count of pins on the block boundary as roughly 51.

Pwr:
- The run gives the total internal power as a little over 4000 µW.
- Per report_power, the sequential group accounts for 41.3% of the total.
- The run puts the combinational share of power at between 10% and 20%.
- The clock network is responsible for 46.5% of the overall power.
- The run puts the cell leakage power at 0.00512 µW.
- Per the power-grid run, VDD falls by no more than 0.334 mV.
- The run gives the switching fraction of total power as 25.2%.
- The run puts the net switching component of the power at 1370 µW.
- The run gives the power density over the cells as about 340 nW/µm².

Worst setup path:
- The critical path in this run is classified as primary input to output pin.
- The worst setup path is captured at an output pin.
- The worst setup path is launched from a primary input.
- The worst-case reg-to-reg setup slack stands at 3210 ps.
- The run puts the data required time at the worst endpoint at 3200 ps.
- The run puts the top fanout value on the critical path at 14.
- The run gives the arrival time of the worst setup path as 3090 ps.

STA:
- The run puts the period utilization at a little over nine tenths.
- Setup repair after global routing left no endpoint under its margin.
- The final timing report lists a hold violation count of 0.
- The run gives the clock skew as 0 ps.
- The run gives the top achievable clock speed as 257 MHz.
- The pin closest to its max-slew limit shows a slew of 929 ps.
- The slew check shows that the tightest pin keeps a relative margin of 37.9%.
- From the final report, the count of setup violators was given as 0.
- Hold is met by 499 ps.
- The run puts the time the final worst path needs with I/O delays and setup at 3890 ps.
- The run gives the final setup TNS as 0 ps.
- The run puts the final-report max-slew violation count at 0.

Detailed routing:
- After detailed routing, the met2 layer carries 21300 µm of wire.
- The wire length recorded after detailed routing is ~46000 µm.
- The iteration count recorded for the first detailed-route pass is 5.
- The run gives the count of antenna diodes in the layout as 0.
- For this run, the detailed router reports a per-instance via density of between 6 and 7.
- Nets still carrying antenna violations after routing amount to 0.
- The run gives the number of remaining DRC errors as 0.
- The run puts the via count at 11600.
- The detailed router used layers up to and including met4.
- The run puts the average wire length per cell after detail routing at approximately 25 µm.
- In the per-layer summary, the met1 wirelength comes to between 15000 and 20000 µm.
- After the first detailed-routing iteration, the DRC count stood at just over 1000.
- The run gives the wire length on met3 as about 6400 µm.

Final layout:
- The run puts the final design area excluding fillers at between 15000 and 20000 µm².
- The run puts the number of flip-flops under the largest register name at about 220.
- The run gives the fraction of final layout cells with drive strength greater than 1 as 27.5%.
- In this run the layout overhead on the synthesized area is reported as 14.8%.

Synthesis:
- The run gives the cell type with the highest aggregate area in the netlist as sky130_fd_sc_hd__mux4_2.
- In this run the biggest area consumer among cell types represents between 30% and 40% of the synthesized area.
- The run puts the synthesis warning total at 1.
- The synthesis report names the predominant flop master as sky130_fd_sc_hd__dfxtp_1.
- The run puts the post-synthesis cell count at around 1300.
- The run puts the mean cell area of the mapped netlist at 10.9 µm².
- The synthesized netlist occupies a cell area of 13900 µm².
- The main area contributors are sky130_fd_sc_hd__mux4_2 34%, sky130_fd_sc_hd__dfxtp_1 32%, sky130_fd_sc_hd__nand3_1 5.4%.
- Counting flops with a built-in enable in the synthesized netlist gives 0.
- In the synthesized netlist, the cells that appear most often are 224 x sky130_fd_sc_hd__dfxtp_1, 210 x sky130_fd_sc_hd__mux4_2, 150 x sky130_fd_sc_hd__nand3_1, 149 x sky130_fd_sc_hd__o21ai_0, 144 x sky130_fd_sc_hd__a21oi_1.
- The run gives the count of instantiated cells in the yosys netlist as about 1300.
- The run puts the yosys synthesis chip area at 13900 µm².
- The run puts the number of different library cells in the post-synthesis netlist at 25.
- The most frequently used library cell after synthesis is sky130_fd_sc_hd__dfxtp_1.
- The run puts the number of synthesized register bits at 224.
- The run gives the part of the Yosys area used for sequential elements as 32.2%.
- For this run, asynchronously set or reset flops after synthesis account for 0%.

Clocking:
- CTS reports a maximum clock tree buffer depth of 3.
- The run gives the total clock buffers created by CTS as 26.
- After clock tree synthesis, the flow added hold-fix buffers numbering 0.
- The run puts the register clock-pin slew on the reported worst setup and hold paths at 60 ps.
- Clock tree synthesis selected as its root buffer the cell sky130_fd_sc_hd__clkbuf_16.
- The CTS log lists the clock sinks for this run as 224.
- TritonCTS built the clock tree.
- The run gives the post-cts sizing count as 0.
- The number of setup buffers added after CTS is 0.
- The run gives the latest clock arrival within the worst-skew pair as about 530 ps.
- The run gives the depth of the CTS H-tree as 1.

Global route:
- The run gives the maximum number of pins on one net before global-route repair as around 75.
- The run gives the total global routing overflow as 0.
- The run puts the total track usage at about a fifth.
- The run puts the number of antenna violations at the first check in global routing at 1.
- The via count of the first global-routing pass came to 12000.
- The run puts the first-pass GRT wire length at 71700 µm.

Min path:
- The run gives the worst min-delay path category as flip-flop to flip-flop.
[metrics by stage]
stage	instances	setup WS [ps]	total power, µW	utilization, %
final	1852	112	5450	35.0
after floorplan	1278	713	2700	-
after CTS	1852	107	5460	35.0
after detailed placement	1805	95.6	2960	33.0
after global routing	1852	23.0	5600	35.0
after global placement	1805	120	2950	33.0
[layout make-up]
type	count	area, µm²
Fill cell	4354	29600
Multi-Input combinational cell	878	8710
Sequential cell	224	4480
Timing Repair Buffer	103	1110
Clock buffer	37	753
Tap cell	600	751
Clock inverter	10	155
[power groups by stage]
stage	Clock, µW	Combinational (µW)	Sequential, µW
CTS	2550	658	2250
finish	2530	664	2250
global route	2650	700	2260
[cell usage in the layout (no fill, tap or decap), drive strengths merged, types with 4 or more instances in the layout]
cell	n
a211o	75
a21oi	144
and3	76
buf	60
bufinv	4
clkbuf	37
clkdlybuf4s50	43
clkinv	4
dfxtp	224
mux2	21
mux4	210
nand2	26
nand3	150
nand3b	8
o21ai	149
[cells by family after synthesis]
| family | after synthesis | synth area share, % |
|---|---|---|
| flip-flops | 224 | 32.2 |
| buffers and inverters | 176 | 5.65 |
| AND/OR/NAND/NOR | 279 | 11.2 |
| multiplexers | 231 | 35.7 |
| AND-OR/OR-AND | 368 | 15.3 |
[critical path, stage by stage]
cell and delay (ps):
sky130_fd_sc_hd__buf_4 250, sky130_fd_sc_hd__buf_12 220, sky130_fd_sc_hd__mux4_2 520, sky130_fd_sc_hd__mux4_2 560
sky130_fd_sc_hd__mux2_2 310, sky130_fd_sc_hd__clkdlybuf4s50_1 420
[per-layer routing]
| metal | vias to the layer above | GRT usage, % |
|---|---|---|
| li1 | 4984 | - |
| met1 | 5822 | 25.7 |
| met2 | 662 | 31.2 |
| met3 | 114 | 11.4 |
| met4 | 0 | 6.78 |
| met5 | - | 0 |
[path summary, 6_finish.rpt]
kind / startpoint / to / depth (start not counted)
worst min-delay path: register_alias_table[2][4]$_SDFFE_PP0P_ / register_alias_table[2][4]$_SDFFE_PP0P_ / 2
worst max-delay path: areg[11] / preg_alias[16] / 6
worst min register to register: register_alias_table[2][4]$_SDFFE_PP0P_ / register_alias_table[2][4]$_SDFFE_PP0P_ / 2
worst max register to register: register_alias_table[18][2]$_SDFFE_PP0P_ / register_alias_table[18][2]$_SDFFE_PP0P_ / 2
No activity file was given, so power comes from the tool's default toggle rates.
