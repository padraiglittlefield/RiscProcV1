File: flow/run.sh
#!/bin/bash
# OpenROAD 26Q1-2900-gdf79404cd8, Yosys 0.63+post, stock flow scripts
make -C /OpenROAD-flow-scripts/flow DESIGN_CONFIG=/design/flow/config.mk WORK_HOME=/design/flow/orfs finish
File: flow/config.mk
export PLATFORM = sky130hd
export DESIGN_NAME = rotating_priority_arbiter
export DESIGN_NICKNAME = rotating_priority_arbiter
export VERILOG_FILES = /design/flow/design.v
export SDC_FILE = /design/flow/constraint.sdc
export NUM_CORES = 4
export LEC_CHECK = 1
export CORE_AREA = 10 10 70 70
export DIE_AREA = 0 0 80 80
File: flow/constraint.sdc
current_design rotating_priority_arbiter

set clk_period 3.2
set clk_io_pct 0.2

create_clock -name clk0 -period $clk_period [get_ports {clk}]

set non_clock_inputs [all_inputs -no_clocks]
set_input_delay [expr $clk_period * $clk_io_pct] -clock clk0 $non_clock_inputs
set_output_delay [expr $clk_period * $clk_io_pct] -clock clk0 [all_outputs]
File: flow/design.v
module rotating_priority_arbiter #(
    parameter NUM_REQUESTS = 4
)(
    input logic     clk,
    input logic     rst,
    input logic     [(NUM_REQUESTS-1):0] req,
    output logic    [($clog2(NUM_REQUESTS)-1):0] gnt,
    output logic    gnt_valid
);
logic [(NUM_REQUESTS-1):0] mask;
logic [($clog2(NUM_REQUESTS)-1):0] curr_priority;
always_comb begin : MaskSelect
    mask = '1;
    mask = mask >> curr_priority;
end
logic [(NUM_REQUESTS-1):0] masked_req;
logic [(NUM_REQUESTS-1):0] curr_req;
logic flag;
always_comb begin
    flag = 1'b0;
    gnt = '0;
    gnt_valid = 1'b0;
    masked_req = req & mask;
    curr_req = masked_req == 0 ? req : masked_req;
    for(int i = NUM_REQUESTS-1; i >= 0; i--) begin
        if(curr_req[i] == 1'b1) begin
            flag = 1'b1;
            gnt = i;
            gnt_valid = 1'b1;
        end
    end 
end
always_ff @(posedge clk) begin
    if(rst) begin
        curr_priority <= '0;
    end else if(gnt_valid) begin
        curr_priority <= curr_priority + 1;
    end else begin
        curr_priority <= curr_priority;
    end
end
endmodule
==> out/metrics.csv <==
stage;metric;value;unit
global_route;antenna_found_initial;0;
flow_run;maxCapViolations;0;
power;power.leakage;0.112;nW
global_route;grt_pass1_wl;979;um
synth;synth_top_cell_by_area;dfxtp_1;
clock_network;clockBufferDepth;2;
final_timing;fin_hold_ws;581;ps
global_route;track_usage;0.0199;
synth;top_cell_area_share;0.225;
critical_path;arrival;2200;ps
flow_run;tool_warnings;26;
routing;ant_nets;0;
clock_network;clk_root_buffer_cell;clkbuf_4;
synth;yosysChipArea;178;sq um
final_timing;period_used_share;0.889;
synth;ys_types;14;
finish;logic_area;126;sq um
final_timing;tns;0;ps
clock_network;clock_latency;220;ps
clock_network;clk_pin_slew;30;ps
clock_network;numCtsBuffers;3;
critical_path;r2r.worst_path.cells;4;
hold_path;hold_class;reg -> reg;
synth;syn_inst;21;
placement;place_congestion;0.781;
synth;yosys_cells;21;
routing;routed_wl;521;um
floorplanning;core;3420;sq um
finish;syn2layout_area_growth;90.1;%
floorplanning;row_count;21;
final_timing;hold_viol_final;0;
floorplanning;die-width;80;um
global_route;grt_overflow;0;
synth;ys_warn_count;1;
floorplanning;dieHeight;80;um
hold_path;holdPathStages;3;
synth;edf_count;0;
critical_path;slowest_delay;580;ps
routing;via_count;177;
final_timing;fin_skew;2.58;ps
critical_path;startpoint_type;primary input;
routing;vias_per_cell;2.27;
floorplanning;io_pins;9;
hold_path;whs_endpoint;curr_priority[0]$_SDFFE_PP0P_;
routing;drt_iter0_drc;6;
hold_path;hold_start;curr_priority[0]$_SDFFE_PP0P_;
floorplanning;fp_util;0.0520;
clock_network;htree_levels;1;
routing;drt_pre_antenna_iters;2;
synth;ys_top_cells_by_area;dfxtp_1 (23%), ha_1 (14%), nor4_4 (12%);
placement;numPortBuffers;8;
synth;numSynthFlops;2;
power;vdd_drop_max;0.0672;mV
final_timing;period_needed;2840;ps
final_timing;relSlewSlack;0.788;
synth;synthArstFlopShare;0;
final_timing;drv_slew;0;
clock_network;clock-sinks;2;
finish;reg_top3;curr_priority (2);
critical_path;worst_ep_required_time;2560;ps
clock_network;cts_resized;0;
routing;antenna_cells;0;
synth;syn-mean-instance-area;8.46;sq um
finish;drive_above_1_share;0.125;
synth;synth-main-ff-cell;dfxtp_1;
critical_path;regToRegEndpoint;curr_priority[1]$_SDFFE_PP0P_;
critical_path;end_kind;primary output;
finish;regMostFlops;curr_priority;
critical_path;rrSetupSlack;2190;ps
global_route;grt_max_degree;6;
critical_path;rr_startpoint;curr_priority[1]$_SDFFE_PP0P_;
final_timing;worstMarginPinSlew;315;ps
critical_path;crit_fanout;5;
routing;drc;0;
critical_path;crit_chain;clkdlybuf4s50_1 > nor2b_1 > o22ai_1 > a211oi_1 > clkdlybuf4s50_1;
final_timing;setup_viol;0;
synth;ys_seq_share;0.225;
finish;nFillCells;404;
global_route;first_global_vias;211;
synth;syn_area;178;sq um
finish;largest_reg_flops;2;
critical_path;slowest_stage;clkdlybuf4s50_1;
outcome;status;finished, final reports clean;
clock_network;cts-hold-fix-buffers;0;
synth;common_cells;inv_1 (3), nor2_1 (3), dfxtp_1 (2), ha_1 (2), nor2b_1 (2);
routing;wire_per_inst;6.68;um
power;power_density;345;nW/um^2
critical_path;cp_common_cell;clkdlybuf4s50_1;
clock_network;cts_tree;done;
finish;seqCellArea;40.0;sq um
critical_path;path_class;in -> out;
clock_network;cts_setup_buffers;0;
floorplanning;dieArea;6400;sq um
final_timing;rsz0062_at_grt;no;
final_timing;max_freq;352;MHz
area by class of cell:
| class | count | share of cell area |
|---|---|---|
| inverters | 3 | 0.0333 |
| repair buffers | 8 | 0.237 |
| multi-input cells | 16 | 0.374 |
| well taps | 46 | 0.170 |
| clock buffers | 3 | 0.0667 |
| flip-flops and latches | 2 | 0.119 |
worst max-delay path: cells and delay by family:
family / cells / cell delay (ps)
simple gates: 1 / 170
compound gates: 2 / 320
buf+inv: 2 / 1080
cells in the final DEF (no fill, tap or decap):
cell and count:
o21ai_0 1, nor4_4 1, nor2b_1 2, o22ai_1 1, mux2i_1 1, a21oi_1 1, ha_1 2, inv_1 3
xnor2_1 1, and2_1 1, nor2_1 3, a211oi_1 1, clkdlybuf4s50_1 8, o21bai_1 1, clkbuf_4 3, dfxtp_1 2
per-stage QoR:
step	power (W)	cell area, sq um	util	setup WS [ps]	std cells
after floorplan	0.0000450	178	-	1570	21
after global placement	0.0000602	315	0.0923	386	75
after detailed placement	0.0000621	315	0.0923	336	75
after CTS	0.000122	338	0.0989	331	78
after global routing	0.000131	338	0.0989	215	78
final	0.000117	338	0.0989	356	78
worst max path at each step:
stage | start | endpoint | slack [ps]
5_1_grt | req[1] | gnt[0] | 210
4_1_cts | req[1] | gnt[0] | 330
6_report | req[1] | gnt[0] | 360
routing by layer:
metal  global-route usage  routed length, um  vias to the layer above  part of all wire
met5                    0                  0                        -                 0
met4              0.00704                  0                        0                 0
met3               0.0250                133                        0              0.26
met2               0.0241                180                       10              0.35
li1                     -                  -                       94                 -
met1               0.0198                207                       73              0.40
where the power goes:
group	total, W	switching, W	internal [W]
clock	0.0000553	0.0000140	0.0000413
sequential	0.0000309	0.00000274	0.0000282
combinational	0.0000304	0.0000124	0.0000180
logic make-up after synthesis:
group,Yosys count,share of synthesized area
xor+xnor,1,0.0493
compound gates,5,0.176
simple gates,7,0.289
fa+ha+maj,2,0.141
mux,1,0.0563
buf+inv,3,0.0634
flops,2,0.225
Power and IR drop assume default switching activity.
