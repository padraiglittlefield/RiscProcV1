**/design/flow/run.sh**
```bash
#!/bin/bash
# OpenROAD 26Q1-2900-gdf79404cd8, Yosys 0.63+post, stock flow scripts
make -C /OpenROAD-flow-scripts/flow DESIGN_CONFIG=/design/flow/config.mk WORK_HOME=/design/flow/orfs finish
```
**/design/flow/config.mk**
```make
export PLATFORM = sky130hd
export DESIGN_NAME = decode
export DESIGN_NICKNAME = decode
export VERILOG_FILES = /design/flow/design.v
export SDC_FILE = /design/flow/constraint.sdc
export NUM_CORES = 4
export LEC_CHECK = 1
export CORE_AREA = 10 10 101 101
export DIE_AREA = 0 0 111 111
```
**/design/flow/constraint.sdc**
```tcl
current_design decode

set clk_period 5.0
set clk_io_pct 0.2

create_clock -name clk0 -period $clk_period

set non_clock_inputs [all_inputs -no_clocks]
set_input_delay [expr $clk_period * $clk_io_pct] -clock clk0 $non_clock_inputs
set_output_delay [expr $clk_period * $clk_io_pct] -clock clk0 [all_outputs]
```
**/design/flow/design.v**
```verilog
typedef enum logic[5:0] {  
    ADD_I = 6'b0,     
    SUB_I,     
    AND_I,    
    OR_I,      
    XOR_I,    
    SLT_I,    
    SLTU_I,   
    SRA_I,    
    SRL_I,    
    SLL_I,    
    MUL_I,    
    ADDI_I,    
    ANDI_I,   
    ORI_I,    
    XORI_I,   
    SLTI_I,   
    SLTIU_I,  
    SRAI_I,   
    SRLI_I,   
    SLLI_I,   
    LUI_I,    
    AUIPC_I,  
    LW_I,     
    SW_I,     
    JAL_I,    
    JR_I,     
    JALR_I,   
    BEQ_I,    
    BNE_I,    
    BLT_I,    
    BGE_I,    
    BLTU_I,   
    BGEU_I,   
    INVALID_I
} instr_op_t;
typedef struct packed {
  instr_op_t decoded_op;        
  logic [3:0] instr_type;             
  logic [2:0] instr_type_immediate;   
  logic [32-1:0] imm_val;
  logic [$clog2(32)-1:0] rd;
  logic [$clog2(32)-1:0] rs1;
  logic [$clog2(32)-1:0] rs2; 
  logic is_br;   
  logic is_jmp; 
  logic rd_mem;  
  logic wr_mem;  
  logic wr_reg;
} decoded_instr_t;
typedef struct packed {
  instr_op_t decoded_op;       
  logic [3:0] instr_type;           
  logic [2:0] instr_type_immediate;  
  logic [32-1:0] imm_val;
  logic [$clog2(128)-1:0] rr_rd;  
  logic [$clog2(128)-1:0] rr_rs1;
  logic [$clog2(128)-1:0] rr_rs2; 
  logic is_br;   
  logic is_jmp; 
  logic rd_mem;  
  logic wr_mem;  
  logic wr_reg;
  logic [$clog2(128)-1:0] prev_alias;  
} decoded_rr_instr_t;
module decode (
    input clk,
    input rst,
    input [31:0] instr,
    output decoded_instr_t decoded
);
    instr_op_t decoded_op;        
    logic [3:0] instr_type;             
    logic [2:0] instr_type_immediate;   
    logic [32-1:0] imm_val;
    logic [4:0] rs1;
    logic [4:0] rs2;
    logic [4:0] rd;
    logic is_br;   
    logic is_jmp; 
    logic rd_mem;  
    logic wr_mem;  
    logic wr_reg; 
    logic [2:0] F3; 
    logic [6:0] F7; 
    logic [6:0] instr_op; 
    assign instr_op = instr[6:0];  
    assign F3 = instr[14:12];
    assign F7 = instr[31:25]; 
    always @(*) begin 
        if ((instr_op == 7'b0110011) && (F3 == 3'b000) && (F7 == 7'b0000000))
            decoded_op = ADD_I; 
        else if ((instr_op == 7'b0110011) && (F3 == 3'b000) && (F7 == 7'b0100000))
            decoded_op = SUB_I; 
        else if ((instr_op == 7'b0110011) && (F3 == 3'b111) && (F7 == 7'b0000000))
            decoded_op = AND_I; 
        else if ((instr_op == 7'b0110011) && (F3 == 3'b110) && (F7 == 7'b0000000))
            decoded_op = OR_I; 
        else if ((instr_op == 7'b0110011) && (F3 == 3'b100) && (F7 == 7'b0000000))
            decoded_op = XOR_I; 
        else if ((instr_op == 7'b0110011) && (F3 == 3'b010) && (F7 == 7'b0000000))
            decoded_op = SLT_I; 
        else if ((instr_op == 7'b0110011) && (F3 == 3'b011) && (F7 == 7'b0000000))
            decoded_op = SLTU_I; 
        else if ((instr_op == 7'b0110011) && (F3 == 3'b101) && (F7 == 7'b0100000))
            decoded_op = SRA_I; 
        else if ((instr_op == 7'b0110011) && (F3 == 3'b101) && (F7 == 7'b0000000))
            decoded_op = SRL_I; 
        else if ((instr_op == 7'b0110011) && (F3 == 3'b001) && (F7 == 7'b0000000))
            decoded_op = SLL_I; 
        else if ((instr_op == 7'b0110011) && (F3 == 3'b000) && (F7 == 7'b0000001))
            decoded_op = MUL_I; 
        else if ((instr_op == 7'b0010011) && (F3 == 3'b000))
            decoded_op = ADDI_I; 
        else if ((instr_op == 7'b0010011) && (F3 == 3'b111))
            decoded_op = ANDI_I; 
        else if ((instr_op == 7'b0010011) && (F3 == 3'b110))
            decoded_op = ORI_I; 
        else if ((instr_op == 7'b0010011) && (F3 == 3'b100))
            decoded_op = XORI_I; 
        else if ((instr_op == 7'b0010011) && (F3 == 3'b010))
            decoded_op = SLTI_I; 
        else if ((instr_op == 7'b0010011) && (F3 == 3'b011))
            decoded_op = SLTIU_I; 
        else if ((instr_op == 7'b0010011) && (F3 == 3'b101) && (F7 == 7'b0100000))
            decoded_op = SRAI_I; 
        else if ((instr_op == 7'b0010011) && (F3 == 3'b101) && (F7 == 7'b0000000))
            decoded_op = SRLI_I; 
        else if ((instr_op == 7'b0010011) && (F3 == 3'b001) && (F7 == 7'b0000000))
            decoded_op = SLLI_I; 
        else if ((instr_op == 7'b0110111))
            decoded_op = LUI_I; 
        else if ((instr_op == 7'b0010111))
            decoded_op = AUIPC_I; 
        else if ((instr_op == 7'b0000011) && (F3 == 3'b010))
            decoded_op = LW_I; 
        else if ((instr_op == 7'b0100011) && (F3 == 3'b010))
            decoded_op = SW_I; 
        else if ((instr_op == 7'b1101111))
            decoded_op = JAL_I; 
        else if ((instr_op == 7'b1100111) && (F3 == 3'b000))
            decoded_op = JALR_I; 
        else if ((instr_op == 7'b1100011) && (F3 == 3'b000))
            decoded_op = BEQ_I; 
        else if ((instr_op == 7'b1100011) && (F3 == 3'b001))
            decoded_op = BNE_I; 
        else if ((instr_op == 7'b1100011) && (F3 == 3'b100))
            decoded_op = BLT_I; 
        else if ((instr_op == 7'b1100011) && (F3 == 3'b101))
            decoded_op = BGE_I; 
        else if ((instr_op == 7'b1100011) && (F3 == 3'b110))
            decoded_op = BLTU_I; 
        else if ((instr_op == 7'b1100011) && (F3 == 3'b111))
            decoded_op = BGEU_I; 
        else 
            decoded_op = INVALID_I; 
    end 
    always @(*) begin
        instr_type = 4'bx;
        instr_type_immediate = 3'bx;
        if ((decoded_op == ADD_I) || 
        (decoded_op == SUB_I ) || 
        (decoded_op ==  AND_I) || 
        (decoded_op == OR_I) || 
        (decoded_op == XOR_I) || 
        (decoded_op == SLT_I) || 
        (decoded_op ==  SLTU_I) || 
        (decoded_op ==  SRA_I) || 
        (decoded_op == SRL_I ) || 
        (decoded_op == SLL_I) || 
        (decoded_op ==  MUL_I) ) begin 
            instr_type = 1;
        end
        else if (
        (decoded_op == ADDI_I ) || 
        (decoded_op == ANDI_I) || 
        (decoded_op == ORI_I) || 
        (decoded_op == XORI_I) || 
        (decoded_op == SLTI_I) ||  
        (decoded_op == SLTIU_I ) || 
        (decoded_op == LW_I ) || 
        (decoded_op == JR_I) || 
        (decoded_op == JALR_I) ) begin 
            instr_type = 2; 
            instr_type_immediate = 1;
        end 
        else if ((decoded_op ==  SRAI_I ) || 
        (decoded_op == SRLI_I) || 
        (decoded_op == SLLI_I)) begin
            instr_type = 2;
            instr_type_immediate = 1;
        end
        else if ((decoded_op ==  LUI_I) || 
        (decoded_op == AUIPC_I )) begin 
            instr_type = 2; 
            instr_type_immediate = 3; 
        end
        else if (decoded_op == SW_I) begin
            instr_type = 3;
            instr_type_immediate = 4;  
        end
        else if (decoded_op ==  JAL_I) begin 
            instr_type = 4;
            instr_type_immediate = 2; 
        end
        else if ((decoded_op ==  BEQ_I ) || 
        (decoded_op == BNE_I) || 
        (decoded_op == BLT_I) || 
        (decoded_op == BGE_I) || 
        (decoded_op == BLTU_I) || 
        (decoded_op == BGEU_I)) begin 
            instr_type = 3;
            instr_type_immediate = 5; 
        end
    end
    always @(*) begin 
        case (instr_type_immediate)  
            1: imm_val = {{21{instr[31]}}, instr[30:25], instr[24:21], instr[20]}; 
            1: imm_val = {{21{instr[31]}}, instr[30:25], instr[24:21], instr[20]}; 
            4: imm_val = {{21{instr[31]}}, instr[30:25], instr[11:8], instr[7]}; 
            5: imm_val = {{20{instr[31]}}, instr[7], instr[30:25], instr[11:8], 1'b0};
            3: imm_val = {instr[31], instr[30:20], instr[19:12], 12'b0}; 
            2: imm_val = {{12{instr[31]}}, instr[19:12], instr[20], instr[30:25], instr[24:21], 1'b0}; 
        default:
            imm_val = 32'b0; 
        endcase  
    end 
    assign rs1 = instr[19:15];
    assign rs2 = instr[24:20];
    assign rd  = instr[11:7]; 
    assign is_br  = ((decoded_op == BEQ_I) || (decoded_op == BNE_I) || (decoded_op == BLT_I) || (decoded_op == BGE_I) || (decoded_op == BLTU_I) || (decoded_op == BGEU_I)) ? 1 : 0;
    assign is_jmp = ((decoded_op == JAL_I) || (decoded_op == JR_I) || (decoded_op == JALR_I)) ? 1 : 0;  
    assign rd_mem = (decoded_op == LW_I) ? 1 :0 ;
    assign wr_mem = (decoded_op == SW_I) ? 1 : 0 ; 
    assign wr_reg = ((decoded_op == ADD_I) || 
                        (decoded_op == SUB_I) || 
                        (decoded_op == AND_I) || 
                        (decoded_op == OR_I) || 
                        (decoded_op == XOR_I) || 
                        (decoded_op == SLT_I) || 
                        (decoded_op == SLTU_I) || 
                        (decoded_op == SRA_I) || 
                        (decoded_op == SRL_I) || 
                        (decoded_op == SLL_I) || 
                        (decoded_op == MUL_I) || 
                        (decoded_op == ADDI_I) || 
                        (decoded_op == ANDI_I) || 
                        (decoded_op == ORI_I) || 
                        (decoded_op == XORI_I) || 
                        (decoded_op == SLTI_I) || 
                        (decoded_op == SLTIU_I) || 
                        (decoded_op == SRAI_I) || 
                        (decoded_op == SRLI_I) || 
                        (decoded_op == SLLI_I) || 
                        (decoded_op == LUI_I) || 
                        (decoded_op == AUIPC_I) || 
                        (decoded_op == LW_I) || 
                        (decoded_op == JAL_I) || 
                        (decoded_op == JALR_I)) ? ((rd != 0) ? 1 : 0): 0; 
assign decoded.decoded_op =  decoded_op;     
assign decoded.instr_type =  instr_type;           
assign decoded.instr_type_immediate =  instr_type_immediate;   
assign decoded.imm_val =  imm_val;
assign decoded.rs1 =  rs1;
assign decoded.rs2 =  rs2;
assign decoded.rd =  rd;
assign decoded.is_br =  is_br;   
assign decoded.is_jmp =  is_jmp; 
assign decoded.rd_mem =  rd_mem;  
assign decoded.wr_mem =  wr_mem;  
assign decoded.wr_reg =  wr_reg; 
endmodule
```
==> results_dict.tcl <==
# yosys + openroad results
set metrics [dict create \
    outcome "finished clean" \
    nClkBuffers 0 \
    yosysTopAreaCell "buf_4" \
    grt_start_max_net_pins 18 \
    synthAdderAreaFrac_pct 0 \
    pre_cts_ws_ns -0.0163 \
    rsz0062_at_grt "true" \
    antenna_found_initial 0 \
    yosysChipArea_um2 1380 \
    worstSetupPathType "in -> out" \
    slew_headroom_pct 57.9 \
    most_common_cell "buf_4" \
    total_power_mw 0.147 \
    min_period_ns 4.87 \
    n_antenna_cell 0 \
    drt_wl_total_um 6290 \
    regArea_um2 0 \
    gp_congestion 0.983 \
    die_x_um 111 \
    p_clk_share_pct 0 \
    cp_max_fo 8 \
    final_util_pct 31.4 \
    holdPathStages 3 \
    ys_seq_share_pct 0 \
    hold_buffers 0 \
    initial_core_util_pct 16.9 \
    post-route-period-util_pct 97.5 \
    pwr-share-comb_pct 100.0 \
    synthTopCellsByArea "buf_4 (12%), a21o_1 (11%), a21oi_1 (4.7%)" \
    drc 0 \
    dr.pass1.iters 4 \
    top_cells_by_count "buf_4 (22), a21o_1 (20), a21oi_1 (13), nor2_1 (13), o21ai_0 (10)" \
    vias_per_cell 4.67 \
    setup_violations 0 \
    worstHoldPathType "in -> out" \
    xor_area_share_pct 0.636 \
    yosys_warnings 1 \
    num_vias 1857 \
    ant_nets 0 \
    p_seq_share_pct 0 \
    synthAoiAreaFrac_pct 40.8 \
    postLayoutSetupSlackWorst_ns 0.125 \
    hold_viol_final 0 \
    rows 33 \
    grt_pass1_vias 1787 \
    p_sw_mw 0.0552 \
    power_density_nw_per_um2 57.8 \
    setup-tns-final_ns 0 \
    yosys.cell_types.count 67 \
    critical_path_required_ns 4.00 \
    endpoint_kind "output port" \
    p_int_mw 0.0922 \
    syn_area_um2 1380 \
    arrival_ns 3.87 \
    tool_warnings 35 \
    post_drt_wl_per_cell_um 15.8 \
    swShare_pct 37.4 \
    flop-count 0 \
    drt_iter0_markers 91 \
    ys_sh_simple_pct 37.5 \
    die-area_um2 12300 \
    netlist.area_leader.share_pct 12.0 \
    ir_drop_mv 0.0118 \
    hpwl_um 5410 \
    port-buffer-count 96 \
    yosys_cells 199 \
    top_logic_kind "AND-OR/OR-AND gates" \
    avgSynthCellArea_um2 6.92 \
    syn_to_final_growth_pct 85.3 \
    setup.worst_path.start_class "primary input" \
    grt_pass1_wl_um 10000 \
    p_leak_nw 1.04 \
    coreArea_um2 8130 \
    io-pin-count 99 \
    drive_above_1_share_pct 22.5 \
    mux_area_share_pct 0 \
    grtUsageTotal_pct 9.62 \
    synthCells 199 \
    die_h_um 111 \
    gr-total-overflow 0 \
    worstMarginPinSlew_ns 0.625 \
    fmax_mhz 205 \
    drv_cap 0 \
    slew_viol_final 0 \
    post_cts_buffers 0 \
]
## what timing repair did
item / CTS / global route
pin swaps: 0 / 3
resized: 2 / 14
endpoints found under the hold margin: 0 / 0
setup endpoints to repair: 5 / 9
## layer usage
layer  vias up  share of wire (%)  global-route usage [%]  routed length, µm
met4         0               0.33                   0.347                 21
met1       866                 41                    11.9               2560
li1        923                  -                       -                  -
met3         2                6.6                    1.70                418
met5         -                  0                       0                  0
met2        66                 52                    17.6               3290
## logic make-up after synthesis
kind of cell,count (synthesis)
AND/OR/NAND/NOR,78
AND-OR/OR-AND,76
buffers and inverters,43
XOR/XNOR,1
other,1
## worst max-delay path: stages
cell and delay, ns:
clkdlybuf4s50_1 0.55, inv_1 0.19, nor2_2 0.08, nor2_4 0.12, clkinv_2 0.06, a31o_2 0.21, o32a_1 0.21, o31ai_4 0.36
nand2_4 0.07, o2111a_1 0.26, a311o_1 0.34, clkdlybuf4s50_1 0.42
## cell type report
type / count / area [µm²]
Inverter: 8 / 31.3
Timing Repair Buffer: 129 / 1220
Multi-Input combinational cell: 156 / 1170
Tap cell: 105 / 131
Fill cell: 836 / 5580
## cells in the final DEF (no fill, tap or decap), types with 2 or more instances in the layout
cell type	netlist	final
a21oi_1	13	12
nand2_1	8	8
a31oi_1	4	3
and2_2	2	2
nor2_1	13	13
and2_1	5	5
o2111a_1	2	2
nand2b_1	6	6
a32o_1	4	4
or4_1	2	2
a22o_1	2	2
inv_1	7	7
nor2b_1	2	2
o21ai_0	10	10
a31o_2	2	2
o22ai_1	3	3
and3_1	2	2
buf_6	0	2
buf_4	22	31
or3_1	2	2
a21o_1	20	20
clkdlybuf4s50_1	0	94
dlymetal6s2s_1	0	2
nand4_1	4	4
nor3_1	4	4
nand3_1	6	6
## through the flow
stage / hold WS [ns] / std cells / area [µm²]
5_1_grt: 2.75 / 398 / 2550
4_1_cts: 2.83 / 398 / 2470
3_3_place_gp: 2.84 / 398 / 2460
6_report: 2.72 / 398 / 2550
3_5_place_dp: 2.83 / 398 / 2460
2_1_floorplan: 2.04 / 199 / 1380
## power groups by stage
stage	combinational [mW]	clock [mW]	sequential (mW)
finish	0.147	0	0
global route	0.160	0	0
CTS	0.146	0	0
## path summary, 6_finish.rpt
kind | from | endpoint
worst max-delay path | instr[2] | decoded[31]
worst min-delay path | instr[28] | decoded[28]
Power figures rest on the tool's default switching activity, not on a simulated workload.
