[flow/design.v]
typedef enum logic[5:0] {  
    ADD_I = 6'b0,     
    SUB_I,     
    AND_I,    
    OR_I,      
    XOR_I,    
    SLT_I,    
    SLTU_I,   
    SRA_I,    
    SRL_I,    
    SLL_I,    
    MUL_I,    
    ADDI_I,    
    ANDI_I,   
    ORI_I,    
    XORI_I,   
    SLTI_I,   
    SLTIU_I,  
    SRAI_I,   
    SRLI_I,   
    SLLI_I,   
    LUI_I,    
    AUIPC_I,  
    LW_I,     
    SW_I,     
    JAL_I,    
    JR_I,     
    JALR_I,   
    BEQ_I,    
    BNE_I,    
    BLT_I,    
    BGE_I,    
    BLTU_I,   
    BGEU_I,   
    INVALID_I
} instr_op_t;
typedef struct packed {
  instr_op_t decoded_op;        
  logic [3:0] instr_type;             
  logic [2:0] instr_type_immediate;   
  logic [32-1:0] imm_val;
  logic [$clog2(32)-1:0] rd;
  logic [$clog2(32)-1:0] rs1;
  logic [$clog2(32)-1:0] rs2; 
  logic is_br;   
  logic is_jmp; 
  logic rd_mem;  
  logic wr_mem;  
  logic wr_reg;
} decoded_instr_t;
typedef struct packed {
  instr_op_t decoded_op;       
  logic [3:0] instr_type;           
  logic [2:0] instr_type_immediate;  
  logic [32-1:0] imm_val;
  logic [$clog2(128)-1:0] rr_rd;  
  logic [$clog2(128)-1:0] rr_rs1;
  logic [$clog2(128)-1:0] rr_rs2; 
  logic is_br;   
  logic is_jmp; 
  logic rd_mem;  
  logic wr_mem;  
  logic wr_reg;
  logic [$clog2(128)-1:0] prev_alias;  
} decoded_rr_instr_t;
module free_preg_queue#(
    parameter DEPTH = 128
) (
    input logic clk,
    input logic rst,
    input logic w_en,
    input logic r_en,
    input logic [($clog2(128))-1:0]  preg_in,   
    output logic  [($clog2(128) * 1)-1:0] preg_out,
    output logic full,
    output logic empty
);
logic [$clog2(DEPTH):0] w_ptr, r_ptr;
logic [($clog2(128))-1:0] free_queue[0:(1 << $clog2(DEPTH))-1];   
logic empty_int; 
logic full_or_empty;
assign empty_int = (w_ptr[$clog2(DEPTH)] == r_ptr[$clog2(DEPTH)]);
assign full_or_empty  =(w_ptr[$clog2(DEPTH)-1:0] == r_ptr[$clog2(DEPTH)-1:0]);
assign full = full_or_empty & !empty_int;
assign empty = full_or_empty & empty_int;
integer i;
always@(posedge clk) begin
  if(rst) begin
    w_ptr <= 8'd128; 
    for ( i = 0; i < 7'd64; i++) begin
        free_queue[i[6:0]] <= i[6:0]; 
    end
    for ( i = 64; i < 8'd128; i++) begin
        free_queue[i[6:0]] <= i[6:0]; 
    end
  end else if(w_en & !full) begin
        w_ptr   <= w_ptr + 1;
        free_queue[w_ptr[$clog2(DEPTH)-1:0]] <= preg_in;
    end
end
always@(posedge clk) begin
    if(rst) begin
        r_ptr   <= 0;
    end else if(r_en & !empty) begin
        r_ptr   <= r_ptr + 1;
    end   
end 
genvar j;
generate
    for( j = 1; j <= 1; j++) begin
        assign preg_out [(j * $clog2(128))-1:((j-1) * $clog2(128))] = free_queue[r_ptr[$clog2(DEPTH)-1:0] + (j-1)];
    end
endgenerate
endmodule
[flow/run.sh]
#!/bin/bash
# OpenROAD 26Q1-2900-gdf79404cd8, Yosys 0.63+post, stock flow scripts
make -C /OpenROAD-flow-scripts/flow DESIGN_CONFIG=/design/flow/config.mk WORK_HOME=/design/flow/orfs finish
[flow/config.mk]
export PLATFORM = sky130hd
export DESIGN_NAME = free_preg_queue
export DESIGN_NICKNAME = free_preg_queue
export VERILOG_FILES = /design/flow/design.v
export SDC_FILE = /design/flow/constraint.sdc
export NUM_CORES = 4
export LEC_CHECK = 1
export CORE_UTILIZATION = 50
[flow/constraint.sdc]
current_design free_preg_queue

set clk_period 16.0
set clk_io_pct 0.2

create_clock -name clk0 -period $clk_period [get_ports {clk}]

set non_clock_inputs [all_inputs -no_clocks]
set_input_delay [expr $clk_period * $clk_io_pct] -clock clk0 $non_clock_inputs
set_output_delay [expr $clk_period * $clk_io_pct] -clock clk0 [all_outputs]
==> impl_metrics.yaml <==
# implementation run metrics
outcome:
  run_status: "finished clean"
clock_tree:
  insertion_delay_ns: 0.65
  clock_sinks: 919
  cts_hold_buf: 0
  h-tree-depth: 3
  clockRootBuffer: "clkbuf_16"
  clock_path_buffers: 3
  cts_setup_buffers: 0
  cts_buffers: 97
  clk_pin_slew_ns: 0.06
  cts.repair.resized: 0
  cts_tree: "done"
critical_path:
  critical_path_arrival_ns: 6.41
  startpoint_type: "flip-flop"
  end_kind: "output port"
  crit_type: "reg -> out"
  path_max_fanout: 33
  worstPathRequired_ns: 12.80
finish:
  layout.area.comb_mm2: 0.0124
  fin_cells: 3976
  fillCellCount: 6019
  area_delta_synth_final_pct: 12.9
  register_area_mm2: 0.0274
  drive_above_1_share_pct: 22.3
  post-route-util_pct: 57.0
global_routing:
  groute.usage.overall_pct: 34.3
  grt_max_degree: 58
  grt_pass1_wl_um: 178000
  grt_pass1_vias: 26997
  grt_overflow_total: 0
  antenna_found_initial: 3
floorplan:
  ios: 20
  core_area_mm2: 0.0804
  fp.dieH_um: 287
  die_w_um: 287
  rows: 104
  die_area_mm2: 0.0823
  initCoreUtil_pct: 50.5
route:
  postRouteAntennaNets: 0
  vias_per_cell: 6.20
  wire_per_inst_um: 30.7
  num_vias: 24664
  route.detailed.drc: 0
  drtIter0Drc: 1741
  wirelength_um: 122000
  dr.pass1.iters: 6
logic_synthesis:
  syn_avg_cell_area_um2: 14.6
  ys.flop_type: "edfxtp_1"
  yosys_area_mm2: 0.0406
  area_leaders: "edfxtp_1 (66%), mux4_2 (16%), nor2_1 (5.1%), nand2_1 (5.0%), clkbuf_1 (1.7%)"
  synth_cells: 2775
  synth.top_cell.area_share_pct: 66.3
  ys.flops: 919
  synth_area_mm2: 0.0406
  synth_seq_share_pct: 67.4
  top_area_cell: "edfxtp_1"
  yosysWarnings: 1
  edf_count: 896
  top_cell: "edfxtp_1"
  common_cells: "edfxtp_1 (896), nor2_1 (548), nand2_1 (544)"
  async_flop_share_pct: 0
  synth-cells-yosys: 2775
  yosysUniqueCellTypes: 36
final_timing:
  finClkSkew_ns: 0.0147
  tns_ns: 0
  rsz0062_at_grt: "false"
  finalMaxSlewViolations: 0
  finalSetupViolCount: 0
  worst_slew_pin_slew_ns: 1.01
  relSlewSlack_pct: 31.8
  max_freq_mhz: 104
  hold_viol: 0
  period_used_pct: 60.0
  period_needed_ns: 9.61
run:
  warning_count: 25
  maxCapViolCount: 0
power:
  p_leak_nw: 14.0
  vdd_drop_max_v: 0.0000843
  power.density_mw_per_mm2: 121
place:
  hpwl_um: 73200
  place_inst: 3795
  port_buffers: 19
  gp_congestion: 0.938
hold_path:
  hold_path_class: "reg -> reg"
area by class of cell:
| cell class | count | area share [%] |
|---|---|---|
| Timing Repair Buffer | 192 | 3.21 |
| Clock buffer | 129 | 6.06 |
| Multi-Input combinational cell | 1622 | 27.0 |
| Antenna cell | 1 | 0.00546 |
| Sequential cell | 919 | 59.7 |
| Tap cell | 1060 | 2.89 |
| Inverter | 2 | 0.0191 |
| Clock inverter | 51 | 1.07 |
worst paths after layout:
| kind | from | to | slack (ns) | cells past startpoint |
|---|---|---|---|---|
| min | r_ptr[7]$_SDFFE_PP0P_ | r_ptr[7]$_SDFFE_PP0P_ | 0.53 | 2 |
| max | flip-flop | preg_out[6] | 6.39 | 9 |
| max reg2reg | w_ptr[2]$_SDFFE_PP0P_ | free_queue[30][0]$_SDFFCE_PN0P_ | 11.68 | 8 |
| min reg2reg | r_ptr[7]$_SDFFE_PP0P_ | r_ptr[7]$_SDFFE_PP0P_ | 0.53 | 2 |
report_power, final:
part | switching, W | internal [W] | total, W | leakage, nW
clock | 0.000914 | 0.00137 | 0.00229 | 1.61
combinational | 0.000294 | 0.000203 | 0.000498 | 3.52
sequential | 0.0000386 | 0.00274 | 0.00278 | 8.88
state kept, by name, indices dropped and copies added (netlist names), named ones only:
signal	cells
free_queue	896
w_ptr	8
r_ptr	8
metal layers:
layer | global-route usage, % | up-vias | routed length (um)
met5 | 2.62 | - | 319
met4 | 10.1 | 12 | 4800
met3 | 27.6 | 284 | 23500
met2 | 48.5 | 1981 | 56900
met1 | 41.9 | 11936 | 36400
li1 | - | 10451 | -
stage by stage:
| step | instance area, um^2 | worst slack, ns | total power [W] | hold WS, ns |
|---|---|---|---|---|
| 5_1_grt | 45800 | 5.93 | 0.00572 | 0.588 |
| 4_1_cts | 45800 | 6.20 | 0.00560 | 0.535 |
| 2_1_floorplan | 40600 | 10.13 | 0.00311 | 0.488 |
| 3_5_place_dp | 42600 | 6.89 | 0.00333 | 0.528 |
| 3_3_place_gp | 42600 | 6.91 | 0.00332 | 0.519 |
| 6_report | 45800 | 6.39 | 0.00557 | 0.534 |
logic make-up (layout without fill, tap and decap cells):
| group | after synthesis | in the layout | synth area share (%) |
|---|---|---|---|
| AND/OR/NAND/NOR | 1152 | 1152 | 11.0 |
| AND-OR/OR-AND | 153 | 153 | 2.36 |
| other | 0 | 1 | 0 |
| buffers and inverters | 234 | 374 | 2.30 |
| adder cells (fa/ha/maj) | 2 | 2 | 0.0617 |
| flip-flops | 919 | 919 | 67.4 |
| multiplexers | 303 | 303 | 16.6 |
| XOR/XNOR | 12 | 12 | 0.259 |
layout by cell type (no fill, tap or decap), drive strengths merged, types with 9 or more instances in the layout:
cell           netlist  final
clkbuf             180    129
nor2               548    548
dfxtp               23     23
a21o                32     32
clkinv               1     39
o31ai               39     39
mux4               294    294
edfxtp             896    896
buf                 52    177
o21ai               69     69
nor3                12     12
a21oi                9      9
nand3                9      9
or3                 10     10
bufinv               0     10
nand2              544    544
clkdlybuf4s50        0     15
critical path: stages, from the launching register on:
cell             delay (ns)
dfxtp_4                0.74
buf_4                  0.65
buf_4                  0.62
buf_4                  0.62
buf_4                  0.65
mux4_2                 0.59
mux4_2                 0.55
mux4_2                 0.47
mux2_2                 0.32
clkdlybuf4s50_1        0.44
Power figures rest on the tool's default switching activity, not on a simulated workload.
